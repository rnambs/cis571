==> flow/run.sh <==
#!/bin/bash
# OpenROAD 26Q1-2900-gdf79404cd8, Yosys 0.63+post, stock flow scripts
make -C /OpenROAD-flow-scripts/flow DESIGN_CONFIG=/design/flow/config.mk WORK_HOME=/design/flow/orfs finish
==> flow/config.mk <==
export PLATFORM = sky130hd
export DESIGN_NAME = lc4_alu
export DESIGN_NICKNAME = lc4_alu
export VERILOG_FILES = /design/flow/design.v
export SDC_FILE = /design/flow/constraint.sdc
export NUM_CORES = 4
export LEC_CHECK = 1
export CORE_UTILIZATION = 40
==> flow/constraint.sdc <==
current_design lc4_alu

set clk_period 106.6
set clk_io_pct 0.2

create_clock -name clk0 -period $clk_period

set non_clock_inputs [all_inputs -no_clocks]
set_input_delay [expr $clk_period * $clk_io_pct] -clock clk0 $non_clock_inputs
set_output_delay [expr $clk_period * $clk_io_pct] -clock clk0 [all_outputs]
==> flow/design.v <==
`timescale 1ns / 1ps
`default_nettype none
module lc4_divider(input  wire [15:0] i_dividend,
                   input  wire [15:0] i_divisor,
                   output wire [15:0] o_remainder,
                   output wire [15:0] o_quotient);
      wire [15:0] curr_remainder[16];
      wire [15:0] curr_quotient[16];
      wire [15:0] curr_dividend[16];
      lc4_divider_one_iter d0(
                        .i_dividend(i_dividend), 
                        .i_divisor(i_divisor), 
                        .i_remainder(16'b0), 
                        .i_quotient(16'b0), 
                        .o_dividend(curr_dividend[0]), 
                        .o_remainder(curr_remainder[0]),
                        .o_quotient(curr_quotient[0])
                        );
      genvar i;
      for (i = 0; i < 15; i = i + 1) begin
            lc4_divider_one_iter divider(
                              .i_dividend(curr_dividend[i]), 
                              .i_divisor(i_divisor), 
                              .i_remainder(curr_remainder[i]), 
                              .i_quotient(curr_quotient[i]), 
                              .o_dividend(curr_dividend[i + 1]), 
                              .o_remainder(curr_remainder[i + 1]),
                              .o_quotient(curr_quotient[i+1])
                              );
      end
      assign o_quotient = curr_quotient[15];
      assign o_remainder = curr_remainder[15];
endmodule  
module lc4_divider_one_iter(input  wire [15:0] i_dividend,
                            input  wire [15:0] i_divisor,
                            input  wire [15:0] i_remainder,
                            input  wire [15:0] i_quotient,
                            output wire [15:0] o_dividend,
                            output wire [15:0] o_remainder,
                            output wire [15:0] o_quotient);
      wire [15:0] temp_remainder;
      assign temp_remainder = i_dividend >> 15 | i_remainder << 1;
      wire [15:0] subtract;
      assign subtract = temp_remainder - i_divisor;
      wire [15:0] out_curr_remainder;
      assign out_curr_remainder = (temp_remainder >= i_divisor) ? subtract : temp_remainder;
      wire [15:0] shift_quotient;
      assign shift_quotient = i_quotient << 1;
      wire [15:0] out_curr_quotient;
      assign out_curr_quotient =  (temp_remainder >= i_divisor) ? shift_quotient | 1'b1 : shift_quotient; 
      assign o_dividend = i_dividend << 1;
      assign o_quotient = (i_divisor != 0) ? out_curr_quotient : 16'b0;
      assign o_remainder = (i_divisor != 0) ? out_curr_remainder : 16'b0;
endmodule
`timescale 1ns / 1ps
`default_nettype none
module lc4_alu(input  wire [15:0] i_insn,
               input wire [15:0]  i_pc,
               input wire [15:0]  i_r1data,
               input wire [15:0]  i_r2data,
               output wire [15:0] o_result);
      wire [15:0] o_arith, o_arith_remainder;
      arithmetic_unit arith(
            .i_insn(i_insn),
            .i_pc(i_pc),
            .i_r1data(i_r1data),
            .i_r2data(i_r2data),
            .remainder(o_arith_remainder),
            .o_result(o_arith)
            );
      wire [15:0] o_shift;
      shift_unit shift(
            .i_insn(i_insn),
            .i_r1data(i_r1data),
            .i_remainder(o_arith_remainder),
            .o_result(o_shift)
      );
      wire [15:0] o_compare;
      compare_unit compare(
            .i_insn(i_insn),
            .i_r1data(i_r1data),
            .i_r2data(i_r2data),
            .o_result(o_compare)
            );
      wire [15:0] o_logic;
      logic_unit logic_artifact(
            .i_insn(i_insn),
            .i_r1data(i_r1data),
            .i_r2data(i_r2data),
            .o_result(o_logic)
            );
      wire [15:0] o_hiconst = (i_r1data & 8'hFF) | (i_insn[7:0] << 8);
      wire [15:0] o_const = {{7{i_insn[8]}},i_insn[8:0]};
      wire [15:0] o_jsr = (i_pc & 16'h8000) | ({{5{1'b0}}, i_insn[10:0]} << 4) ;
      wire [15:0] o_trap = {{8{1'b0}}, i_insn[7:0]} | 16'h8000;
      wire [3:0] opcode = i_insn[15:12];
      assign o_result = opcode == 4'b0000 ? o_arith :  
                        opcode == 4'b0001 ? o_arith :  
                        opcode == 4'b0010 ? o_compare :  
                        opcode == 4'b0101 ? o_logic :  
                        i_insn[15:13] == 3'b011 ? o_arith :  
                        i_insn[15:11] == 5'b01000 ? i_r1data :  
                        i_insn[15:11] == 5'b01001 ? o_jsr :  
                        opcode == 4'b1000 ? i_r1data :  
                        opcode == 4'b1001 ? o_const:  
                        opcode == 4'b1010 ? o_shift :  
                        opcode == 4'b1101 ? o_hiconst:  
                        i_insn[15:11] == 5'b11000 ? i_r1data :  
                        i_insn[15:11] == 5'b11001 ? o_arith :  
                        opcode == 4'b1111 ? o_trap :  
                        {16{1'b1}};
endmodule
module arithmetic_unit(input  wire [15:0] i_insn,
               input wire [15:0] i_pc,
               input wire [15:0]  i_r1data,
               input wire [15:0]  i_r2data,
               output wire [15:0] remainder,
               output wire [15:0] o_result);
      wire signed [15:0] i_sext_imm5 = {{11{i_insn[4]}}, i_insn[4:0]};
      wire signed [15:0] i_sext_imm6 = {{10{i_insn[5]}},i_insn[5:0]};
      wire signed [15:0] i_sext_imm9 = {{7{i_insn[8]}},i_insn[8:0]};
      wire signed [15:0] i_sext_imm11 = {{5{i_insn[10]}},i_insn[10:0]};
      wire [15:0] br_cla_input [1:0];
      assign br_cla_input[0] = i_pc;
      assign br_cla_input[1] = i_sext_imm9;
      wire [15:0] add_sub_cla_input[1:0] ;
      assign add_sub_cla_input[0] = i_r1data;
      assign add_sub_cla_input[1] = i_insn[5] == 1'b1 ? i_sext_imm5 :  
                                    i_insn[4] == 1'b1 ? ~i_r2data :  
                                    i_r2data;  
      wire[15:0] ldr_str_cla_input[1:0]; 
      assign ldr_str_cla_input[0] = i_r1data;
      assign ldr_str_cla_input[1] = i_sext_imm6;
      wire [15:0] jmp_cla_input[1:0];
      assign jmp_cla_input[0] = i_pc;
      assign jmp_cla_input[1] = i_sext_imm11;
      wire [15:0] cla_input[1:0];
      assign cla_input[0] =   i_insn[15:12] == 4'b0000 ? br_cla_input[0] : 
                              i_insn[15:13] == 3'b011 ? ldr_str_cla_input[0] : 
                              i_insn[15:11] == 5'b11001 ? jmp_cla_input[0] : 
                              add_sub_cla_input[0];
      assign cla_input[1] =   i_insn[15:12] == 4'b0000 ? br_cla_input[1] : 
                              i_insn[15:13] == 3'b011 ? ldr_str_cla_input[1] : 
                              i_insn[15:11] == 5'b11001 ? jmp_cla_input[1] : 
                              add_sub_cla_input[1];
      wire carry_in = i_insn[15:12] == 4'b0000 ? 1'b1 :  
                      i_insn[15:11] == 5'b11001 ? 1'b1 :  
                      i_insn[15:13] == 3'b011 ? 1'b0 :  
                      i_insn[5:4] == 2'b01 ? 1'b1 :
                      1'b0;
      wire [15:0] cla_wire;
      cla16 cla(
            .a(cla_input[0]),
            .b(cla_input[1]),
            .cin(carry_in),
            .sum(cla_wire)
            );
      wire [15:0] div_wire;
      lc4_divider divider(
            .i_dividend(i_r1data),
            .i_divisor(i_r2data),
            .o_remainder(remainder),
            .o_quotient(div_wire)
      );
      wire [15:0] mul_wire = i_r1data * i_r2data;
      wire [15:0] arith_wire =i_insn[5:3] == 3'b001  ? mul_wire : 
                              i_insn[5:3] == 3'b011  ? div_wire : 
                              cla_wire; 
      assign o_result = i_insn[15:12] == 4'b0001 ? arith_wire :
                        cla_wire;
endmodule
module shift_unit(
               input wire [15:0] i_insn,
               input wire signed [15:0]  i_r1data,
               input wire [15:0]  i_remainder,
               output wire [15:0] o_result);
      wire [3:0] i_imm4 = i_insn[3:0];
      wire [15:0] sll_wire = i_r1data << i_imm4;
      wire [15:0] sra_wire = i_r1data >>> i_imm4;
      wire [15:0] srl_wire = i_r1data >> i_imm4;
      assign o_result = i_insn[5:4] == 2'b00 ?  sll_wire:
                   i_insn[5:4] == 2'b01 ?  sra_wire:
                   i_insn[5:4] == 2'b10 ? srl_wire:
                   i_remainder;
endmodule
module compare_unit(input wire [15:0]  i_insn,
               input wire [15:0]  i_r1data,
               input wire [15:0]  i_r2data,
               output wire [15:0] o_result);
wire signed [15:0] signed_rs = i_r1data;
wire signed [15:0] signed_rt = i_r2data;
wire [15:0] cmp_wire = signed_rs > signed_rt ? {{15{1'b0}}, 1'b1}: 
                        signed_rs == signed_rt ? {16{1'b0}} : 
                        {16{1'b1}};
wire [15:0] cmpu_wire = i_r1data > i_r2data ? {{15{1'b0}}, 1'b1}: 
                        i_r1data == i_r2data ? {16{1'b0}} : 
                        {16{1'b1}};
wire [15:0] cmpi_wire;
wire signed [15:0] i_sext_imm7 = {{9{i_insn[6]}}, i_insn[6:0]};
assign cmpi_wire = signed_rs > i_sext_imm7 ? {{15{1'b0}}, 1'b1}: 
                  signed_rs == i_sext_imm7 ? {16{1'b0}} : 
                  {16{1'b1}};
wire [15:0] i_imm7 = {{9{1'b0}}, i_insn[6:0]};
wire [15:0] cmpiu_wire = i_r1data > i_imm7 ? {{15{1'b0}}, 1'b1}: 
                        i_r1data == i_imm7 ? {16{1'b0}} : 
                        {16{1'b1}};
assign o_result = i_insn[8:7] == 2'b00 ?  cmp_wire:
                   i_insn[8:7] == 2'b01 ?  cmpu_wire:
                   i_insn[8:7] == 2'b10 ? cmpi_wire:
                   cmpiu_wire;
endmodule
module logic_unit(input wire [15:0] i_insn,
               input wire [15:0]  i_r1data,
               input wire [15:0]  i_r2data,
               output wire [15:0] o_result);
wire [15:0] and_wire;
wire [15:0] or_wire;
wire [15:0] xor_wire;
wire [15:0] not_wire;
assign and_wire = i_r1data & (i_insn[5] == 1 ? {{11{i_insn[4]}}, i_insn[4:0]}: i_r2data);
assign or_wire = i_r1data | i_r2data;
assign xor_wire = i_r1data ^ i_r2data;
assign not_wire = ~i_r1data;
assign o_result = i_insn[5] == 1 ? and_wire : 
                  i_insn[4] == 1'b0 ? (i_insn[3] == 1'b0 ? and_wire : not_wire) : (i_insn[3] == 1'b0 ? or_wire : xor_wire);
endmodule
`timescale 1ns / 1ps
`default_nettype none
module gp1(input wire a, b,
           output wire g, p);
   assign g = a & b;
   assign p = a | b;
endmodule
module gp4(input wire [3:0] gin, pin,
           input wire cin,
           output wire gout, pout,
           output wire [2:0] cout);
           assign gout = (gin[3]) | (gin[2] & pin[3]) | 
           (gin[1] & pin[2] & pin[3]) | (gin[0] & pin[1] & pin[2] & pin[3]);
           assign pout = pin[0] & pin[1] & pin[2] & pin[3];
           assign cout[0] = gin[0] | (pin[0] & cin);
           assign cout[1] = gin[1] | (pin[1] & gin[0]) | (pin[0] & pin[1] & cin);
           assign cout[2] = gin[2] | (pin[2] & gin[1]) | (pin[1] & pin[2] & gin[0]) | (pin[0] & pin[1] & pin[2] & cin);
endmodule
module cla16
  (input wire [15:0]  a, b,
   input wire         cin,
   output wire [15:0] sum);
  wire [15:0] cry;
  wire [15:0] gen_in;
  wire [15:0] prop_in;
  wire [3:0] gen_out;
  wire [3:0] prop_out;
  wire gen_out_last;
  wire prop_out_last;
  wire[2:0] cout_last;
  genvar count;
  for (count = 0; count < 16; count = count + 1) begin
    gp1 g (.a(a[count]), .b(b[count]), .g(gen_in[count]), .p(prop_in[count]));
  end
  gp4 _0 (.gin(gen_in[3:0]), .pin(prop_in[3:0]), .cin(cin), .gout(gen_out[0]), .pout(prop_out[0]), .cout(cry[3:1]));
  gp4 _1 (.gin(gen_in[7:4]), .pin(prop_in[7:4]), .cin(cry[4]), .gout(gen_out[1]), .pout(prop_out[1]), .cout(cry[7:5]));
  gp4 _2 (.gin(gen_in[11:8]), .pin(prop_in[11:8]), .cin(cry[8]), .gout(gen_out[2]), .pout(prop_out[2]), .cout(cry[11:9]));
  gp4 _3 (.gin(gen_in[15:12]), .pin(prop_in[15:12]), .cin(cry[12]), .gout(gen_out[3]), .pout(prop_out[3]), .cout(cry[15:13]));
  gp4 _4 (.gin(gen_out[3:0]), .pin(prop_out[3:0]), .cin(cin), .gout(gen_out_last), .pout(prop_out_last), .cout(cout_last));
  assign cry[0] = cin;
  assign cry[4] = cout_last[0];
  assign cry[8] = cout_last[1];
  assign cry[12] = cout_last[2];
  assign sum = a ^ b ^ cry;
endmodule
module gpn
  #(parameter N = 4)
  (input wire [N-1:0] gin, pin,
   input wire  cin,
   output wire gout, pout,
   output wire [N-2:0] cout);
endmodule
==> metrics.yaml <==
outcome:
  status: "completed"
final_timing:
  slew_violations: 0
  fin_crit_ps: 89030
  fmax_ghz: 0.0112
  worst_pin_slew_ps: 941
  timing.setup.tns_ps: 0
  rsz0062_at_grt: "false"
  finalWorstSetupSlack_ps: 17570
  hold_viol_final: 0
  finalClockPeriodUsage: 0.835
  setup_violations: 0
  relSlewSlack: 0.366
cells_and_area:
  flop-count: 0
  clock_buffers: 0
  seqCellArea_um2: 0
  syn_to_final_growth_pct: 7.82
  layout-drive-gt1-share: 0.0561
synth:
  syn_avg_cell_area_um2: 6.64
  top_area_cell: "ha_1"
  syn_area_mm2: 0.0248
  postSynthSeqShare: 0
  yosys_area_mm2: 0.0248
  yosys_warnings: 2
  topCellsByArea: "ha_1 (19%), fa_1 (8.0%), a21oi_1 (6.6%), nor2_1 (6.5%), o21ai_0 (6.0%)"
  ys_types: 94
  synthTopCellsByCount: "nor2_1 (431), ha_1 (380), inv_1 (356)"
  top_cell: "nor2_1"
  yosysCellCount: 3734
  synth_top_area_share: 0.192
  synth_cells: 3734
setup_path:
  worstPathMaxFanout: 26
  worstPathArrival_ps: 67710
  slowest_stage: "o21ai_1"
  end_kind: "output port"
  setup.worst_path.start_class: "input port"
  crit_type: "input port to output port"
  cpMostUsedCell: "o21ai_0"
  cpPeakStageDelay_ps: 700
  worstPathRequired_ps: 85280
worst_hold_path:
  hold_end: "o_result[5]"
  min_path_type: "input port to output port"
  hold-path-cell-count: 7
  hp-start: "i_insn[5]"
power:
  switching_share: 0.614
  peakVddDrop_mv: 0.0144
  power_density_mw_per_mm2: 12.5
  netSwitchingPower_w: 0.000205
  p_int_w: 0.000129
  p_leak_nw: 12.6
clock_network:
  cts_hold_buffers: 0
  cts_resized: 0
  post_cts_buffers: 0
global_route:
  grt_overflow: 0
  grt_max_degree: 71
  grt_pass1_vias: 26379
  track_usage: 0.369
  grt_pass1_wl_mm: 172
  antenna_found_initial: 5
routing:
  drc: 0
  via_per_inst: 6.21
  wl_per_cell_um: 25.3
  routed_wl_mm: 115
  firstDrtPassIters: 8
  drtIter0Drc: 2796
  vias: 28098
  final_antenna_net_count: 0
job:
  maxCapViolCount: 0
  warnings: 91
floorplanning:
  fp.dieH_um: 251
  core_mm2: 0.0608
  pin_count: 80
  die-area_mm2: 0.0629
  placementRows: 90
  die_width_um: 251
  fp-utilization: 0.407
placed_design:
  dp_hpwl_mm: 87.8
  place_congestion: 1.10
  io_buffers: 80
  pre_cts_ws_ps: 18390
==> critical path: cells and delay by family <==
kind	cells	cell delay (ps)
AOI/OAI and AO/OA	120	28890
xor gates and xnor gates	1	90
adders and majority gates	16	5620
buffers and inverters	12	2760
muxes	3	1100
and+or+nand+nor	45	7850
==> worst max-delay path by stage <==
stage	start	slack, ps	cells past startpoint	end
CTS	i_r1data[15]	18250	199	o_result[2]
global route	i_r1data[15]	12940	199	o_result[5]
finish	i_r1data[15]	17570	197	o_result[2]
==> cells by family after synthesis <==
logic type	synth area share
buffers and inverters	0.0834
XOR/XNOR	0.0675
AND/OR/NAND/NOR	0.235
multiplexers	0.0340
adder cells (fa/ha/maj)	0.272
AND-OR/OR-AND	0.308
==> placed cells by master, fill, tap and decap left out, types with 13 or more instances in the layout <==
cell,count
nor2_1,431
ha_1,380
inv_1,356
nand2_1,355
a21oi_1,327
o21ai_0,294
xnor2_1,139
buf_4,112
fa_1,99
nand3_1,82
clkdlybuf4s50_1,74
a21o_1,67
nor3_1,61
and2_1,57
xor2_1,52
a211oi_1,47
nand4_1,46
mux2i_1,46
nand2b_1,44
nor2b_1,43
o21a_1,41
a21boi_0,40
a31oi_1,38
or3_1,36
o211ai_1,35
o21bai_1,33
and3_1,31
o22ai_1,27
nor4_1,25
a221oi_1,22
o221ai_1,21
o31ai_1,20
mux2_2,18
or2_2,13
==> per-layer routing <==
metal | vias to the layer above | wire length [um] | GRT usage | part of all wire
li1 | 13307 | - | - | -
met1 | 13136 | 48800 | 0.513 | 0.43
met2 | 1385 | 49200 | 0.560 | 0.43
met3 | 264 | 10500 | 0.0752 | 0.092
met4 | 6 | 6050 | 0.156 | 0.053
met5 | - | 83 | 0.00849 | 0.00072
==> stage by stage <==
stage	utilization	power, W	cell area, um^2	hold slack [ps]	std cells
after global routing	0.439	0.000366	26700	43910	4527
after detailed placement	0.439	0.000327	26700	43820	4525
after floorplan	-	0.000226	24800	42770	3734
final	0.439	0.000335	26700	43830	4527
after CTS	0.439	0.000330	26700	43820	4525
after global placement	0.439	0.000330	26700	43840	4525
==> cell type report <==
type,count,area (um^2)
Antenna cell,2,5.00
Timing Repair Buffer,192,1610
Tap cell,782,978
Multi-Input combinational cell,3190,22800
Inverter,361,1360
Fill cell,6388,34100
Power figures rest on the tool's default switching activity, not on a simulated workload.
